[./config.mk]
export PLATFORM = sky130hd
export DESIGN_NAME = riscv_pipelined_ctrl
export DESIGN_NICKNAME = riscv_pipelined_ctrl
export VERILOG_FILES = /design/flow/design.v
export SDC_FILE = /design/flow/constraint.sdc
export NUM_CORES = 4
export LEC_CHECK = 1
export CORE_AREA = 10 10 70 70
export DIE_AREA = 0 0 80 80
[./constraint.sdc]
current_design riscv_pipelined_ctrl

set clk_period 2.7
set clk_io_pct 0.2

create_clock -name clk0 -period $clk_period

set non_clock_inputs [all_inputs -no_clocks]
set_input_delay [expr $clk_period * $clk_io_pct] -clock clk0 $non_clock_inputs
set_output_delay [expr $clk_period * $clk_io_pct] -clock clk0 [all_outputs]
[./design.v]
module riscv_pipelined_ctrl
(	
	output reg	[2:0]			o_ctrl_src_imm,
	output reg	[1:0]			o_ctrl_src_rd,
	output reg					o_ctrl_src_alu_a,
	output reg					o_ctrl_src_alu_b,
	output reg					o_ctrl_reg_wr_en,
	output reg					o_ctrl_mem_wr_en,
	output reg	[3:0]			o_ctrl_mem_byte_sel,
	output reg	[3:0]			o_ctrl_alu_ctrl,
	output						o_ctrl_is_load,
	input		[6:0]			i_ctrl_opcode,
	input		[2:0]			i_ctrl_funct3,
	input						i_ctrl_funct7_5b
);
	always @(*) begin
		case (i_ctrl_opcode)
			7'b0110011		: o_ctrl_src_imm	= 3'b000;
			7'b0010011		,
			7'b0000011		,
			7'b1100111		: o_ctrl_src_imm	= 3'b001;
			7'b0100011		: o_ctrl_src_imm	= 3'b010;
			7'b1100011	: o_ctrl_src_imm	= 3'b011;
			7'b1101111		: o_ctrl_src_imm	= 3'b100;
			7'b0110111		,
			7'b0010111		: o_ctrl_src_imm	= 3'b101;
			default				: o_ctrl_src_imm	= 3'b111;
		endcase
	end
	always @(*) begin
		case (i_ctrl_opcode)
			7'b1101111		,
			7'b1100111		: o_ctrl_src_rd		= 2'b10;
			7'b0110111		: o_ctrl_src_rd		= 2'b11;
			default				: o_ctrl_src_rd		= 2'b00;
		endcase
	end
	always @(*) begin
		case (i_ctrl_opcode)
			7'b0010111		: o_ctrl_src_alu_a	= 1'b1;
			default				: o_ctrl_src_alu_a	= 1'b0;
		endcase
	end
	always @(*) begin
		case (i_ctrl_opcode)
			7'b0010011		,
			7'b0000011		,
			7'b0100011		,
			7'b0010111		,
			7'b1100111		: o_ctrl_src_alu_b	= 1'b1;
			default				: o_ctrl_src_alu_b	= 1'b0;
		endcase
	end
	always @(*) begin
		case (i_ctrl_opcode)
			7'b0100011		,
			7'b1100011	: o_ctrl_reg_wr_en	= 1'b0;
			default				: o_ctrl_reg_wr_en	= 1'b1;
		endcase
	end
	always @(*) begin
		case (i_ctrl_opcode)
			7'b0100011		: o_ctrl_mem_wr_en	= 1'b1;
			default				: o_ctrl_mem_wr_en	= 1'b0;
		endcase
	end
	always @(*) begin
		case (i_ctrl_opcode)
			7'b0000011		,
			7'b0100011		: begin
				case (i_ctrl_funct3)
					3'b000	,
					3'b100	: o_ctrl_mem_byte_sel	= 4'b0001;
					3'b001	,
					3'b101	: o_ctrl_mem_byte_sel	= 4'b0011;
					3'b010	: o_ctrl_mem_byte_sel	= 4'b1111;
					default				: o_ctrl_mem_byte_sel	= 4'b1111;
				endcase
			end
			default				: o_ctrl_mem_byte_sel	= 4'b1111;
		endcase
	end
	always @(*) begin
		case (i_ctrl_opcode)
			7'b0110011		,
			7'b0010011		: begin
				case (i_ctrl_funct3)
					3'b000	: o_ctrl_alu_ctrl = (i_ctrl_funct7_5b && i_ctrl_opcode == 7'b0110011) ? 4'b1000 : 4'b0000 ;
					3'b100		: o_ctrl_alu_ctrl = 4'b0100                                    ;
					3'b110		: o_ctrl_alu_ctrl = 4'b0110                                     ;
					3'b111		: o_ctrl_alu_ctrl = 4'b0111                                    ;
					3'b001		: o_ctrl_alu_ctrl = 4'b0001                                    ;
					3'b101	: o_ctrl_alu_ctrl = i_ctrl_funct7_5b ? 4'b1101 : 4'b0101 ;
					3'b010		: o_ctrl_alu_ctrl = 4'b0010                                    ;
					3'b011	: o_ctrl_alu_ctrl = 4'b0011                                   ;
				endcase
			end
			7'b1100011	: begin
				case (i_ctrl_funct3)
					3'b000	,
					3'b001	: o_ctrl_alu_ctrl = 4'b1000;
					3'b100	, 
					3'b101	: o_ctrl_alu_ctrl = 4'b0010;
					3'b110	,
					3'b111	: o_ctrl_alu_ctrl = 4'b0011;
					default				: o_ctrl_alu_ctrl = 4'b1111;
				endcase
			end
			default				: o_ctrl_alu_ctrl = 4'b0000;
		endcase
	end
	reg	[8*32-1:0]	DEBUG_INSTR;
	always @(*) begin
		case(i_ctrl_opcode)
			7'b0110011		: begin
				case(i_ctrl_funct3)
					3'b000	: DEBUG_INSTR = i_ctrl_funct7_5b ? "sub" : "add" ;
					3'b100		: DEBUG_INSTR = "xor"                            ;
					3'b110		: DEBUG_INSTR = "or"                             ;
					3'b111		: DEBUG_INSTR = "and"                            ;
					3'b001		: DEBUG_INSTR = "sll"                            ;
					3'b101	: DEBUG_INSTR = i_ctrl_funct7_5b ? "sra" : "srl" ;
					3'b010		: DEBUG_INSTR = "slt"                            ;
					3'b011	: DEBUG_INSTR = "sltu"                           ;
					default				: DEBUG_INSTR = "non"                          	 ;
				endcase
			end
			7'b0010011		: begin
				case(i_ctrl_funct3)
					3'b000	: DEBUG_INSTR = "addi"                             ;
					3'b100		: DEBUG_INSTR = "xori"                             ;
					3'b110		: DEBUG_INSTR = "ori"                              ;
					3'b111		: DEBUG_INSTR = "andi"                             ;
					3'b001		: DEBUG_INSTR = "slli"                             ;
					3'b101	: DEBUG_INSTR = i_ctrl_funct7_5b ? "srai" : "srli" ;
					3'b010		: DEBUG_INSTR = "slti"                             ;
					3'b011	: DEBUG_INSTR = "sltui"                            ;
					default				: DEBUG_INSTR = "non"                          	   ;
				endcase
			end
			7'b0000011		: begin
				case(i_ctrl_funct3)
					3'b000	: DEBUG_INSTR = "lb"  ;
					3'b001	: DEBUG_INSTR = "lh"  ;
					3'b010	: DEBUG_INSTR = "lw"  ;
					3'b100	: DEBUG_INSTR = "lbu" ;
					3'b101	: DEBUG_INSTR = "lhu" ;
					default				: DEBUG_INSTR = "non" ;
				endcase
			end
			7'b0100011		: begin
				case(i_ctrl_funct3)
					3'b000	: DEBUG_INSTR = "sb";
					3'b001	: DEBUG_INSTR = "sh";
					3'b010	: DEBUG_INSTR = "sw";
					default				: DEBUG_INSTR = "non"  ;
				endcase
			end
			7'b1100011	: begin
				case(i_ctrl_funct3)
					3'b000	: DEBUG_INSTR = "beq"  ;
					3'b001	: DEBUG_INSTR = "bne"  ;
					3'b100	: DEBUG_INSTR = "blt"  ;
					3'b101	: DEBUG_INSTR = "bge"  ;
					3'b110	: DEBUG_INSTR = "bltu" ;
					3'b111	: DEBUG_INSTR = "bgeu" ;
					default				: DEBUG_INSTR = "non"     ;
				endcase
			end
			7'b1101111		: DEBUG_INSTR = "jal"   ;
			7'b1100111		: DEBUG_INSTR = "jalr"  ;
			7'b0110111		: DEBUG_INSTR = "lui"   ;
			7'b0010111		: DEBUG_INSTR = "auipc" ;
			default				: DEBUG_INSTR = "non"      ;
		endcase
	end
	assign o_ctrl_is_load = i_ctrl_opcode == 7'b0000011;
endmodule
[./run.sh]
#!/bin/bash
# OpenROAD 26Q1-2900-gdf79404cd8, Yosys 0.63+post, stock flow scripts
make -C /OpenROAD-flow-scripts/flow DESIGN_CONFIG=/design/flow/config.mk WORK_HOME=/design/flow/orfs finish
==> Slide: Implementation Results <==
Run Summary

Routing
  – Post-detailed-route DRC marker count: 0
  – Post-detailed-routing wire length: 1560 um
  – Diodes inserted: 0
  – Post-detailed-route count of antenna-violating nets: 0
  – Vias post-DR: 521
  – First-pass detailed-route iteration total: 3
  – Routed wirelength normalized by instance count: 11.4 um
  – Via density: 3.80
  – DRC violation total after the first TritonRoute iteration: 18

Logic synthesis
  – Most popular library cell in the synthesized design by count: nor2_1
  – Commonest cells in the netlist: nor2_1, a21oi_1, clkbuf_1, nand2_1, nand3_1
  – Cell count listed in synth_stat.txt: 54
  – Library cell with the largest summed area after synthesis: nor2_1
  – Synthesis Warnings: 1
  – Count of different cell masters after synthesis: 33
  – Main area contributors after synthesis: nor2_1, a21oi_1, and3b_1, nand3_1, a22oi_1
  – Area reported by Yosys stat: 338 um^2
  – Sequential fraction of the synthesis area: 0%
  – Netlist Area Pre-Place: 338 um^2
  – Top area contributor share: 6.67%
  – Syn_area_per_cell: 6.26 um^2
  – Gate count after technology mapping: 54

Critical path
  – Critical Path End Type: output pin
  – Required time of the critical path: 2.16 ns
  – Critical path type: in -> out
  – Arr. time, crit path: 2.08 ns
  – Critical path launch point type: primary input
  – Worst-path maximum fanout: 5

Placed design
  – RePlAce Congestion: 0.704
  – Number of port buffers: 28
  – Worst Setup Slack post-DPL: -0.255 ns
  – Placed insts: 136
  – HPWL reported at the end of detailed placement: 1290 um

Global routing
  – Overall track demand over capacity in global routing: 4.32%
  – Pin count of the biggest net entering global routing: 13
  – Number of antenna violations at the first check in global routing: 0
  – Final global-route overflow total: 0
  – Wire length of the first global-routing pass: 2300 um
  – Number of global-route vias before repair: 480

STA
  – Post-route clock period utilization: 96.9%
  – Final hold vios: 0
  – Final critical path time including I/O delays and setup: 2.62 ns
  – Worst hold margin: 1.74 ns
  – Peak Freq: 382 MHz
  – Final Worst Setup Slack: 0.0844 ns
  – Unrepaired setup endpoints after global routing: false
  – Number of pins exceeding their max-slew limit in the final report: 0
  – Count of endpoints failing setup in the final report: 0

Min path
  – Worst min-delay path startpoint: i_ctrl_opcode[2]
  – Hold Path End: o_ctrl_alu_ctrl[2]
  – Number of cells on the worst hold path: 5
  – Type of the tightest min-delay check: in -> out

Final layout
  – Flip-flops: 0
  – # clk buffers: 0
  – Fin cells: 137
  – Post-synthesis to final-layout area growth: 134%
  – Layout filler cell count: 378
  – Area taken by flip-flops and latches: 0 um^2
  – Ratio of cells with drive above 1 in the final layout: 26.4%

Power and ir drop
  – Static leakage: 0.328 nW
  – Pwr dens: 87.6 nW/um^2
  – Overall Power: 0.0692 mW
  – IR Drop Worst-Case VDD: 0.0000128 V

Floorplan
  – Core region area: 3420 um^2
  – Die height: 80 um
  – DIE AREA: 6400 um^2
  – Die Span X: 80 um
  – Boundary pin count: 29
  – FP Rows: 21
  – Core Util at FP: 9.89%

Run
  – Tool warnings: 32
  – Count of max-cap constraint violations: 0

Status
  – Outcome: finished, final reports clean

Clock network
  – Post-cts hold-fix buffer tally: 0
cell type report:
| type | instances | area, um^2 | share of cell area [%] |
|---|---|---|---|
| tap | 46 | 57.6 | 7.28 |
| inverter | 1 | 3.75 | 0.475 |
| timing repair buffer | 45 | 402 | 50.8 |
| multi-input combinational | 45 | 328 | 41.5 |
cell usage in the layout (no fill, tap or decap), drive strengths merged:
cell           count
nor4               1
or2                2
nor2b              2
o21ai              2
nand2b             2
and2               1
dlymetal6s2s       1
o2111a             1
conb               1
nor3               1
inv                1
or4                1
and3b              2
a22oi              2
nand4bb            1
buf               17
nand3b             1
nor4bb             1
nor3b              1
o31ai              1
a32o               1
nor2               6
nand4              1
o21bai             1
clkdlybuf4s50     17
nand2              3
nand3              3
o21a               1
dlygate4sd2       10
a21oi              4
nand4b             1
or4b               1
report_power, final:
part / internal, mW / switching [mW] / leakage (nW)
clock network: 0 / 0 / 0
logic: 0.0405 / 0.0288 / 0.328
registers: 0 / 0 / 0
total: 0.0405 / 0.0288 / 0.328
critical path, stage by stage:
cell,delay [ns]
dlygate4sd2_1,0.27
buf_4,0.17
or4_4,0.48
or2_1,0.21
clkdlybuf4s50_1,0.40
stage by stage:
step                      TNS (ns)  utilization [%]  instance area, um^2
after detailed placement     -1.40             21.9                  748
after global placement       -1.30             21.9                  748
after floorplan                  0                -                  338
after CTS                        0             22.9                  783
final                            0             23.2                  791
after global routing             0             23.2                  791
worst max-delay path by stage:
stage                             from                endpoint  slack, ns  cells past startpoint
after global routing  i_ctrl_opcode[4]        o_ctrl_src_rd[1]       0.01                      6
after CTS             i_ctrl_opcode[4]      o_ctrl_alu_ctrl[2]       0.04                      7
final                 i_ctrl_funct3[1]  o_ctrl_mem_byte_sel[1]       0.08                      5
per-layer routing:
layer | global-route usage (%) | part of all wire, %
met1 | 4.56 | 38
met4 | 0 | 0
met2 | 7.78 | 47
met5 | 0 | 0
met3 | 2.39 | 15
timing repair:
| item | 4_1_cts | 5_1_grt |
|---|---|---|
| pin swaps | 5 | 2 |
| endpoints found under the setup margin | 13 | 2 |
| gates cloned | 0 | 0 |
| setup buffers | 1 | 0 |
| resized | 16 | 2 |
kinds of logic after synthesis:
group                  after synthesis  share of synthesized area, %
buffers and inverters                9                          15.2
AND/OR/NAND/NOR                     31                          57.4
AND-OR/OR-AND                       13                          26.3
other                                1                          1.11
No activity file was given, so power comes from the tool's default toggle rates.
