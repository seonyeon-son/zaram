## run.sh

```bash
#!/bin/bash
# OpenROAD 26Q1-2900-gdf79404cd8, Yosys 0.63+post, stock flow scripts
make -C /OpenROAD-flow-scripts/flow DESIGN_CONFIG=/design/flow/config.mk WORK_HOME=/design/flow/orfs finish
```

## config.mk

```make
export PLATFORM = sky130hd
export DESIGN_NAME = riscv_ctrl
export DESIGN_NICKNAME = riscv_ctrl
export VERILOG_FILES = /design/flow/design.v
export SDC_FILE = /design/flow/constraint.sdc
export NUM_CORES = 4
export LEC_CHECK = 1
export CORE_AREA = 10 10 70 70
export DIE_AREA = 0 0 80 80
```

## constraint.sdc

```tcl
current_design riscv_ctrl

set clk_period 3.4
set clk_io_pct 0.2

create_clock -name clk0 -period $clk_period

set non_clock_inputs [all_inputs -no_clocks]
set_input_delay [expr $clk_period * $clk_io_pct] -clock clk0 $non_clock_inputs
set_output_delay [expr $clk_period * $clk_io_pct] -clock clk0 [all_outputs]
```

## design.v

```verilog
module riscv_ctrl
(	
	output reg	[1:0]			o_ctrl_src_pc,
	output reg	[2:0]			o_ctrl_src_imm,
	output reg	[1:0]			o_ctrl_src_rd,
	output reg					o_ctrl_src_alu_a,
	output reg					o_ctrl_src_alu_b,
	output reg					o_ctrl_reg_wr_en,
	output reg					o_ctrl_mem_wr_en,
	output reg	[3:0]			o_ctrl_mem_byte_sel,
	output reg	[3:0]			o_ctrl_alu_ctrl,
	input						i_ctrl_alu_zero,
	input		[6:0]			i_ctrl_opcode,
	input		[2:0]			i_ctrl_funct3,
	input						i_ctrl_funct7_5b
);
	reg							take_branch;
	always @(*) begin
		if (i_ctrl_opcode == 7'b1100011) begin
			case (i_ctrl_funct3)
				3'b000	: take_branch =  i_ctrl_alu_zero;
				3'b001 	: take_branch = !i_ctrl_alu_zero;
				3'b100 	: take_branch = !i_ctrl_alu_zero;
				3'b101 	: take_branch =  i_ctrl_alu_zero;
				3'b110	: take_branch = !i_ctrl_alu_zero;
				3'b111	: take_branch =  i_ctrl_alu_zero;
				default				: take_branch = 1'b0;
			endcase
		end else begin
			take_branch	= 1'b0;
		end
	end
	always @(*) begin
		case (i_ctrl_opcode)
			7'b1100011	: o_ctrl_src_pc		= (take_branch) ? 2'b01: 2'b00;
			7'b1101111		: o_ctrl_src_pc		= 2'b01;
			7'b1100111		: o_ctrl_src_pc		= 2'b10;
			default				: o_ctrl_src_pc		= 2'b00;
		endcase
	end
	always @(*) begin
		case (i_ctrl_opcode)
			7'b0110011		: o_ctrl_src_imm	= 3'b000;
			7'b0010011		,
			7'b0000011		,
			7'b1100111		: o_ctrl_src_imm	= 3'b001;
			7'b0100011		: o_ctrl_src_imm	= 3'b010;
			7'b1100011	: o_ctrl_src_imm	= 3'b011;
			7'b1101111		: o_ctrl_src_imm	= 3'b100;
			7'b0110111		,
			7'b0010111		: o_ctrl_src_imm	= 3'b101;
			default				: o_ctrl_src_imm	= 3'b111;
		endcase
	end
	always @(*) begin
		case (i_ctrl_opcode)
			7'b0000011		: o_ctrl_src_rd		= 2'b01;
			7'b1101111		,
			7'b1100111		: o_ctrl_src_rd		= 2'b10;
			7'b0110111		: o_ctrl_src_rd		= 2'b11;
			default				: o_ctrl_src_rd		= 2'b00;
		endcase
	end
	always @(*) begin
		case (i_ctrl_opcode)
			7'b0010111		: o_ctrl_src_alu_a	= 1'b1;
			default				: o_ctrl_src_alu_a	= 1'b0;
		endcase
	end
	always @(*) begin
		case (i_ctrl_opcode)
			7'b0010011		,
			7'b0000011		,
			7'b0100011		,
			7'b0010111		,
			7'b1100111		: o_ctrl_src_alu_b	= 1'b1;
			default				: o_ctrl_src_alu_b	= 1'b0;
		endcase
	end
	always @(*) begin
		case (i_ctrl_opcode)
			7'b0100011		,
			7'b1100011	: o_ctrl_reg_wr_en	= 1'b0;
			default				: o_ctrl_reg_wr_en	= 1'b1;
		endcase
	end
	always @(*) begin
		case (i_ctrl_opcode)
			7'b0100011		: o_ctrl_mem_wr_en	= 1'b1;
			default				: o_ctrl_mem_wr_en	= 1'b0;
		endcase
	end
	always @(*) begin
		case (i_ctrl_opcode)
			7'b0000011		,
			7'b0100011		: begin
				case (i_ctrl_funct3)
					3'b000	,
					3'b100	: o_ctrl_mem_byte_sel	= 4'b0001;
					3'b001	,
					3'b101	: o_ctrl_mem_byte_sel	= 4'b0011;
					3'b010	: o_ctrl_mem_byte_sel	= 4'b1111;
					default				: o_ctrl_mem_byte_sel	= 4'b1111;
				endcase
			end
			default				: o_ctrl_mem_byte_sel	= 4'b1111;
		endcase
	end
	always @(*) begin
		case (i_ctrl_opcode)
			7'b0110011		,
			7'b0010011		: begin
				case (i_ctrl_funct3)
					3'b000	: o_ctrl_alu_ctrl = (i_ctrl_funct7_5b && i_ctrl_opcode == 7'b0110011) ? 4'b1000 : 4'b0000 ;
					3'b100		: o_ctrl_alu_ctrl = 4'b0100                                    ;
					3'b110		: o_ctrl_alu_ctrl = 4'b0110                                     ;
					3'b111		: o_ctrl_alu_ctrl = 4'b0111                                    ;
					3'b001		: o_ctrl_alu_ctrl = 4'b0001                                    ;
					3'b101	: o_ctrl_alu_ctrl = i_ctrl_funct7_5b ? 4'b1101 : 4'b0101 ;
					3'b010		: o_ctrl_alu_ctrl = 4'b0010                                    ;
					3'b011	: o_ctrl_alu_ctrl = 4'b0011                                   ;
				endcase
			end
			7'b1100011	: begin
				case (i_ctrl_funct3)
					3'b000	,
					3'b001	: o_ctrl_alu_ctrl = 4'b1000;
					3'b100	, 
					3'b101	: o_ctrl_alu_ctrl = 4'b0010;
					3'b110	,
					3'b111	: o_ctrl_alu_ctrl = 4'b0011;
					default				: o_ctrl_alu_ctrl = 4'b1111;
				endcase
			end
			default				: o_ctrl_alu_ctrl = 4'b0000;
		endcase
	end
	reg	[8*32-1:0]	DEBUG_INSTR;
	always @(*) begin
		case(i_ctrl_opcode)
			7'b0110011		: begin
				case(i_ctrl_funct3)
					3'b000	: DEBUG_INSTR = i_ctrl_funct7_5b ? "sub" : "add" ;
					3'b100		: DEBUG_INSTR = "xor"                            ;
					3'b110		: DEBUG_INSTR = "or"                             ;
					3'b111		: DEBUG_INSTR = "and"                            ;
					3'b001		: DEBUG_INSTR = "sll"                            ;
					3'b101	: DEBUG_INSTR = i_ctrl_funct7_5b ? "sra" : "srl" ;
					3'b010		: DEBUG_INSTR = "slt"                            ;
					3'b011	: DEBUG_INSTR = "sltu"                           ;
				endcase
			end
			7'b0010011		: begin
				case(i_ctrl_funct3)
					3'b000	: DEBUG_INSTR = "addi"                             ;
					3'b100		: DEBUG_INSTR = "xori"                             ;
					3'b110		: DEBUG_INSTR = "ori"                              ;
					3'b111		: DEBUG_INSTR = "andi"                             ;
					3'b001		: DEBUG_INSTR = "slli"                             ;
					3'b101	: DEBUG_INSTR = i_ctrl_funct7_5b ? "srai" : "srli" ;
					3'b010		: DEBUG_INSTR = "slti"                             ;
					3'b011	: DEBUG_INSTR = "sltui"                            ;
				endcase
			end
			7'b0000011		: begin
				case(i_ctrl_funct3)
					3'b000	: DEBUG_INSTR = "lb"  ;
					3'b001	: DEBUG_INSTR = "lh"  ;
					3'b010	: DEBUG_INSTR = "lw"  ;
					3'b100	: DEBUG_INSTR = "lbu" ;
					3'b101	: DEBUG_INSTR = "lhu" ;
				endcase
			end
			7'b0100011		: begin
				case(i_ctrl_funct3)
					3'b000	: DEBUG_INSTR = "sb";
					3'b001	: DEBUG_INSTR = "sh";
					3'b010	: DEBUG_INSTR = "sw";
				endcase
			end
			7'b1100011	: begin
				case(i_ctrl_funct3)
					3'b000	: DEBUG_INSTR = "beq"  ;
					3'b001	: DEBUG_INSTR = "bne"  ;
					3'b100	: DEBUG_INSTR = "blt"  ;
					3'b101	: DEBUG_INSTR = "bge"  ;
					3'b110	: DEBUG_INSTR = "bltu" ;
					3'b111	: DEBUG_INSTR = "bgeu" ;
				endcase
			end
			7'b1101111		: DEBUG_INSTR = "jal"   ;
			7'b1100111		: DEBUG_INSTR = "jalr"  ;
			7'b0110111		: DEBUG_INSTR = "lui"   ;
			7'b0010111		: DEBUG_INSTR = "auipc" ;
		endcase
	end
endmodule
```

==> flow_metrics.env <==
# implementation run metrics
export IMPL_hold_viol_final=0
export IMPL_ys_seq_share_pct=0
export IMPL_min_to="o_ctrl_src_alu_a"
export IMPL_ys_chip_area_um2=413
export IMPL_place_gp_congestion=0.791
export IMPL_dp_cells=138
export IMPL_dr_pass1_iters=4
export IMPL_final_core_util_pct=22.4
export IMPL_fp_dieH_um=80
export IMPL_warning_count=32
export IMPL_antenna_diode_count=0
export IMPL_grt_usage_pct=5.15
export IMPL_wl_per_cell_um=12.3
export IMPL_rsz0062_at_grt="no"
export IMPL_required_ns=2.72
export IMPL_die_w_um=80
export IMPL_avgViaCountPerCell=4.04
export IMPL_grt_pass1_vias=553
export IMPL_yosys_warnings=1
export IMPL_ant_nets=0
export IMPL_fp_coreArea_mm2=0.00342
export IMPL_min_path_cells=3
export IMPL_crit_arrival_ns=2.51
export IMPL_synth_distinct_cells=34
export IMPL_regArea_um2=0
export IMPL_io_buffers=30
export IMPL_path_max_fanout=7
export IMPL_grt_pass1_wl_um=2790
export IMPL_ys_cells=65
export IMPL_flops=0
export IMPL_antenna_found_initial=0
export IMPL_hp_class="input pin to output port"
export IMPL_syn_avg_cell_area_um2=6.35
export IMPL_endpoint_kind="output port"
export IMPL_postSynthCellCount=65
export IMPL_initial_core_util_pct=12.1
export IMPL_worstSetupPathType="input pin to output port"
export IMPL_areaGrowthSynthToFinish_pct=85.5
export IMPL_period_used_pct=93.8
export IMPL_drtIter0Drc=25
export IMPL_dp_final_hpwl_um=1430
export IMPL_cts_setup_buffers=0
export IMPL_chip_area_mm2=0.00640
export IMPL_grt_remaining_overflow=0
export IMPL_synthesis_area_um2=413
export IMPL_wirelength_um=1700
export IMPL_power_w=0.0000555
export IMPL_critPathLaunchType="input pin"
export IMPL_pin_count=31
export IMPL_p_leak_nw=0.263
export IMPL_final_area_um2=766
export IMPL_setup_viol=0
export IMPL_min_from="i_ctrl_opcode[5]"
export IMPL_placement_rows=21
export IMPL_top_area_share_pct=6.67
export IMPL_fin_cells=138
export IMPL_cts_hold_fix_buffers=0
export IMPL_grt_max_degree=13
export IMPL_post_route_min_period_ns=3.19
export IMPL_maxCapViolations=0
export IMPL_yosysTopAreaCell="nand4bb_4"
export IMPL_vias=558
export IMPL_drc=0
export IMPL_status="finished clean"
export IMPL_dpl_instance_area_um2=763
export IMPL_final_setup_tns_ns=0
export IMPL_powerDensity_mw_per_mm2=72.5
export IMPL_peakVddDrop_v=0.0000126
export IMPL_synthTopCellsByArea="nand4bb_4, nand2_1, o21ai_0"
export IMPL_fmax_ghz=0.314
export IMPL_slew_viol_final=0
export IMPL_drive_above_1_share_pct=10.9
export IMPL_nClkBuffers=0
what timing repair did:
item | in CTS | in global routing
hold endpoints to repair | 0 | 0
setup endpoints to repair | 0 | 2
gates resized | 0 | 1
worst max-delay path, stage by stage:
cell and delay [ns]:
clkdlybuf4s50_1 0.48, nand4bb_4 0.28, or4_4 0.45, or2_1 0.22
clkdlybuf4s50_1 0.40
synthesized netlist by cell type, drive strengths merged (2+ instances only):
cell type and number:
nor2 6, or2 2, nor2b 2, a211oi 2, nor3 2, a21oi 3, nor3b 2, nand2 7
o21ai 5, nand2b 2, clkbuf 5, buf 3, and3b 2, and3 2, nand3 3
cells in the final DEF, fill, tap and decap left out, types with 2 or more instances in the layout:
cell              n
clkdlybuf4s50_1  29
nand2_1           7
nor2_1            6
o21ai_0           5
buf_4             5
nand3_1           3
a21oi_1           3
nor3b_1           2
nor2b_1           2
a211oi_1          2
and3b_1           2
nand2b_1          2
nor3_1            2
and3_1            2
how the worst max path moves through the flow:
stage	from	end	slack [ns]
6_report	i_ctrl_opcode[2]	o_ctrl_mem_byte_sel[1]	0.21
5_1_grt	i_ctrl_opcode[2]	o_ctrl_src_pc[0]	0.04
4_1_cts	i_ctrl_opcode[5]	o_ctrl_src_rd[0]	0.10
cell type report:
cell class                      instances  area [um^2]
Fill cell                             383         2650
Multi-Input combinational cell         56          364
Timing Repair Buffer                   35          340
Tap cell                               46         57.6
Inverter                                1         3.75
cell families (layout without fill, tap and decap cells):
family / Yosys count / after routing / share of synthesized area (%)
AOI/OAI and AO/OA: 15 / 15 / 23.0
and+or+nand+nor: 38 / 38 / 59.7
buffers and inverters: 9 / 36 / 11.8
xor gates and xnor gates: 1 / 1 / 2.12
other: 1 / 1 / 0.908
muxes: 1 / 1 / 2.42
power breakdown:
part | total, W | internal [W] | leakage [nW] | switching (W)
Clock | 0 | 0 | 0 | 0
Sequential | 0 | 0 | 0 | 0
Combinational | 0.0000555 | 0.0000309 | 0.263 | 0.0000246
routing by layer:
metal  part of all wire, %  global-route usage [%]
met1                    41                    6.01
met2                    51                    9.63
met3                   8.6                    1.36
met4                     0                       0
met5                     0                       0
stage by stage:
stage	setup slack, ns	hold slack, ns
final	0.211	2.14
after global routing	0.0427	2.23
after CTS	0.104	2.45
after global placement	0.108	2.43
after floorplan	1.07	1.39
after detailed placement	0.108	2.44
Power is estimated from default activity; no workload was simulated.
