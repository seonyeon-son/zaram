[flow/design.v]
module riscv_dmem_interface
(	
	output		[  32-1:0]	o_dmem_intf_addr,
	output						o_dmem_intf_wen,
	input		[  32-1:0]	i_dmem_intf_addr,
	input						i_dmem_intf_wen,
	output		[  32-1:0]	o_dmem_intf_wr_data,
	output		[32/8-1:0]	o_dmem_intf_byte_sel,
	output reg	[  32-1:0]	o_dmem_intf_rd_data,
	input		[  32-1:0]	i_dmem_intf_wr_data,
	input		[32/8-1:0]	i_dmem_intf_byte_sel,
	input		[  32-1:0]	i_dmem_intf_rd_data,
	input		[        2:0]	i_dmem_intf_func3,
		input	i_clk
);
	assign		o_dmem_intf_addr	= i_dmem_intf_addr;
	assign		o_dmem_intf_wen		= i_dmem_intf_wen;
	assign		o_dmem_intf_wr_data		= i_dmem_intf_wr_data 	<< (8*i_dmem_intf_addr[1:0]);
	assign		o_dmem_intf_byte_sel	= i_dmem_intf_byte_sel	<< (1*i_dmem_intf_addr[1:0]);
	wire	[32-1:0]	byte_aligned_dmem_rd_data;
	assign		byte_aligned_dmem_rd_data = i_dmem_intf_rd_data >> (8*i_dmem_intf_addr[1:0]);
	always @(*) begin
		case (i_dmem_intf_func3)
			3'b000	: o_dmem_intf_rd_data	= {{24{byte_aligned_dmem_rd_data[ 7]}},	byte_aligned_dmem_rd_data[ 7:0]};
			3'b001	: o_dmem_intf_rd_data	= {{16{byte_aligned_dmem_rd_data[15]}},	byte_aligned_dmem_rd_data[15:0]};
			3'b010	: o_dmem_intf_rd_data	= {										byte_aligned_dmem_rd_data[31:0]};
			3'b100	: o_dmem_intf_rd_data	= {{24{                         1'b0}},	byte_aligned_dmem_rd_data[ 7:0]};
			3'b101	: o_dmem_intf_rd_data	= {{16{                         1'b0}},	byte_aligned_dmem_rd_data[15:0]};
			default				: o_dmem_intf_rd_data	= 32'dx;
		endcase
	end
endmodule
[flow/constraint.sdc]
current_design riscv_dmem_interface

set clk_period 5.5
set clk_io_pct 0.2

create_clock -name clk0 -period $clk_period

set non_clock_inputs [all_inputs -no_clocks]
set_input_delay [expr $clk_period * $clk_io_pct] -clock clk0 $non_clock_inputs
set_output_delay [expr $clk_period * $clk_io_pct] -clock clk0 [all_outputs]
[flow/run.sh]
#!/bin/bash
# OpenROAD 26Q1-2900-gdf79404cd8, Yosys 0.63+post, stock flow scripts
make -C /OpenROAD-flow-scripts/flow DESIGN_CONFIG=/design/flow/config.mk WORK_HOME=/design/flow/orfs finish
[flow/config.mk]
export PLATFORM = sky130hd
export DESIGN_NAME = riscv_dmem_interface
export DESIGN_NICKNAME = riscv_dmem_interface
export VERILOG_FILES = /design/flow/design.v
export SDC_FILE = /design/flow/constraint.sdc
export NUM_CORES = 4
export LEC_CHECK = 1
export CORE_AREA = 10 10 109 109
export DIE_AREA = 0 0 119 119
==> summary.txt <==
flow finished, numbers: status=complete, no violations, Via Count=around 1900, HP Start=i_dmem_intf_addr[10], routed vias/inst=roughly 4.1, Worst Path Max Fanout=31, Hold Violations, Final=0, Initial Util=between 10% and 20%, Startpoint Class=primary input, Worst Path Buf+Inv=2, total wire length=between 7000 and 8000 µm, postcts setup bufs=0, placed cells=roughly 460, syn_area_per_cell=6.57 µm², dpl hpwl=between 6000 and 7000 µm, min Tclk post-route=about 4.6 ns, # resized after CTS=0, hold_buf cts=0, Gate power share=about 100%, fraction of layout cells with a size suffix above 1=between 3 and 4%, Clk pwr share=0%, HP Class=in -> out, Data arrival, critical path=3.55 ns, Slowest-stage cell, CP=mux4_2, Non-Filler Instances=460, worst setup path class=in -> out, Synth area leader=mux2i_1, sw power=between 0.00008 and 0.00009 W, Synth top cells by count=34 x mux2i_1, 33 x buf_4, 33 x nand2_1, 24 x o21ai_0, 18 x nor2b_1, Layout fillers=1061, Synth Warn #=1, Pint=about 0.00015 W, Cell Chain, Critical Path=buf_2 > mux4_2 > o21ai_4 > a21boi_4 > o21ai_0 > clkdlybuf4s50_1, Lkg Pwr=~1.1 nW, Sw Ratio=34.2%, Setup Viol. Count Final=0, worst hold path depth=0, max-cap viol count=0, Post-Synthesis Cells=about 230, WP data required=about 4.4 ns, Worst Tran Pin Value=between 0.8 and 0.9 ns, chip height=~120 µm, first-pass detailed-route iteration total=4, Hold EP=o_dmem_intf_addr[10], Syn-to-layout area delta=83.8%, GRT Residual Overflow=0, maximum VDD drop=between 0.02 and 0.03 mV, Max-area cell share=between 20% and 30%, number of antenna violations at the first check in global routing=0, die width=119 µm, first-pass GRT wire length=between 10000 and 15000 µm, core area=between 0.009 and 0.01 mm², P per Cell Area=83.6 mW/mm², io pins=206, relative slew slack=between 40% and 50%, number of sequential cells=0, Routed WL per cell=about 16 µm, Flop pwr share=0%, Worst Setup End Kind=output pin, ant diodes=0, RSZ-0062 raised after global routing=false, YS chip area=~0.0015 mm², DIE AREA=0.0142 mm², Cell Area, Synth=between 0.0015 and 0.002 mm², vias in the first global route=~1900, routability cong.=0.853, initial drt markers=89, Seq. cell area=0 µm², yosys stat cell total=~230, period utilization=a little over four fifths, max incr delay on CP=0.64 ns, CP top delay family=buffers and inverters, Setup TNS=0 ns, final hold slack=about 2.2 ns, largest net degree at the start of global routing=42, Area contributors post-synth=mux2i_1 22%, buf_4 16%, nand2_1 8.1%, gr usage total=a little under a tenth, Core Util, Final=~29%, total tool warning count=33, port bufs=~140, clock buffers=0, maximum clock rate=~0.22 GHz, Final Max Tran Viols=0, # rows=36, count leader, synth=mux2i_1, DRC errors left=0, antenna-violating nets left=0, Seq/Total Area, Yosys=0%, Distinct cells, synth=23
-- power by group through the flow --
stage,clock [W],sequential [W],combinational (W)
finish,0,0,0.000234
global route,0,0,0.000257
CTS,0,0,0.000239
-- layer usage --
layer	up-vias	track usage [%]	part of all wire, %
li1	980	-	-
met1	844	11.7	41
met2	68	16.5	51
met3	4	2.54	7.1
met4	0	0.534	0.58
met5	-	0	0
-- metrics by stage --
step | total power (W) | worst slack (ns) | area (µm²)
3_5_place_dp | 0.000238 | 0.827 | 2800
4_1_cts | 0.000239 | 0.832 | 2800
3_3_place_gp | 0.000238 | 0.844 | 2800
2_1_floorplan | 0.0000862 | 2.13 | 1530
6_report | 0.000234 | 0.851 | 2800
5_1_grt | 0.000257 | 0.689 | 2800
-- how the worst max path moves through the flow --
stage                          startpoint                 endpoint  slack [ns]  cells past startpoint
after CTS             i_dmem_intf_addr[0]  o_dmem_intf_rd_data[21]        0.83                      6
after global routing  i_dmem_intf_addr[0]  o_dmem_intf_rd_data[21]        0.69                      6
final                 i_dmem_intf_addr[0]  o_dmem_intf_rd_data[21]        0.85                      6
-- area by class of cell --
type	count	area (µm²)	area share, %
Timing Repair Buffer	148	1460	52.0
Multi-Input combinational cell	179	1180	42.0
Tap cell	133	166	5.93
-- cells by family after synthesis --
kind of cell	share of synthesized area [%]
compound gates	29.0
buf+inv	22.7
mux	23.8
simple gates	24.5
-- layout by cell type, fill, tap and decap left out --
cell / Yosys / layout
a211oi_1: 16 / 16
a21boi_4: 1 / 1
a21oi_1: 16 / 16
and2_1: 10 / 10
buf_2: 7 / 2
buf_4: 33 / 5
clkdlybuf4s50_1: 0 / 141
mux2i_1: 34 / 34
mux4_2: 1 / 1
nand2_1: 33 / 33
nand3b_1: 1 / 1
nor2_1: 10 / 10
nor2b_1: 18 / 18
nor3_1: 1 / 1
nor3b_1: 2 / 2
o21a_1: 1 / 1
o21ai_0: 24 / 24
o21ai_2: 2 / 2
o21ai_4: 1 / 1
o2bb2ai_1: 7 / 7
or4b_2: 1 / 1
Power figures rest on the tool's default switching activity, not on a simulated workload.
